File: /design/flow/run.sh
#!/bin/bash
# OpenROAD 26Q1-2900-gdf79404cd8, Yosys 0.63+post, stock flow scripts
make -C /OpenROAD-flow-scripts/flow DESIGN_CONFIG=/design/flow/config.mk WORK_HOME=/design/flow/orfs finish
File: /design/flow/config.mk
export PLATFORM = sky130hd
export DESIGN_NAME = sys_ctrl
export DESIGN_NICKNAME = sys_ctrl
export VERILOG_FILES = /design/flow/design.v
export SDC_FILE = /design/flow/constraint.sdc
export NUM_CORES = 4
export LEC_CHECK = 1
export CORE_UTILIZATION = 30
File: /design/flow/constraint.sdc
current_design sys_ctrl

set clk_period 3.7
set clk_io_pct 0.2

create_clock -name clk0 -period $clk_period [get_ports {CLK_IN}]

set non_clock_inputs [all_inputs -no_clocks]
set_input_delay [expr $clk_period * $clk_io_pct] -clock clk0 $non_clock_inputs
set_output_delay [expr $clk_period * $clk_io_pct] -clock clk0 [all_outputs]
File: /design/flow/design.v
module sys_ctrl #(
  parameter IN_WIDTH = 16,
  parameter WIDTH = 8
) (
  input wire CLK_IN,    
  input wire RST_IN,  
  input wire full_flag,
  input wire error,  
  input wire [IN_WIDTH-1:0] Alu_Out,
  input wire Out_Valid,
  input wire [WIDTH-1:0] RX_P_DATA, 
  input wire RX_D_VLD,
  input wire [WIDTH-1:0] RdData,
  input wire RdData_Valid,
  output reg [3:0] ALU_FUN,
  output reg EN,
  output reg Gate_EN,
  output reg [3:0] Address,
  output reg WrEn,
  output reg RdEn,
  output reg [WIDTH-1:0] WrData,
  output reg [WIDTH-1:0] TX_P_DATA,
  output reg TX_D_VLD,
  output reg clk_div_en
);
typedef enum logic [3:0] {
    IDLE                      = 4'b0000,
    REG_FILE_WRITE            = 4'b0001,
    REG_FILE_READ             = 4'b0010,
    REG_FILE_WRITE_WAIT_ADDR  = 4'b0100,
    REG_FILE_WRITE_WAIT_DATA  = 4'b0101,
    REG_FILE_READ_WAIT_ADDR   = 4'b0110,
    ALU_OPER_W_OP             = 4'b0111,
    Write_OP_A                = 4'b1000,
    Write_OP_B                = 4'b1001,
    ALU_FUNC                  = 4'b1010,
    ALU_OPER_W_NOP            = 4'b1011,
    WRITE_LSB                 = 4'b1100,
    WRITE_MSB                 = 4'b1101
} states;
states current_state, next_state;
  reg [3:0] ALU_FUN_comb,Address_comb;
  reg EN_comb,WrEn_comb,RdEn_comb,TX_D_VLD_comb,clk_div_en_comb,Gate_EN_comb;
  reg [WIDTH-1:0] WrData_comb, TX_P_DATA_comb;
  reg is_ALU_operation,is_ALU_operation_seq,done,done_tx,op_A_flag,op_B_flag,op_A_flag_seq,op_B_flag_seq,done_func,done_lsb,done_MSB,done_write_data;
always @(posedge CLK_IN or negedge RST_IN) begin
  if (!RST_IN)
    begin
    current_state <= IDLE;
    ALU_FUN   <= 0;
    EN        <= 0 ;
    Address   <= 0;
    WrEn      <= 0;
    Gate_EN   <=0;
    RdEn      <= 0;
    clk_div_en <=1;
    WrData    <= 0;
    TX_P_DATA <= 0;
    TX_D_VLD  <= 0;
    op_B_flag_seq<=0;
    op_A_flag_seq<=0;
    is_ALU_operation_seq<=0;
  end
  else
    begin
    current_state <= next_state;
    ALU_FUN   <= ALU_FUN_comb;
    EN        <= EN_comb ;
    Address   <= Address_comb;
    WrEn      <= WrEn_comb;
    Gate_EN   <=Gate_EN_comb;
    RdEn      <= RdEn_comb;
    clk_div_en <=1;
    WrData    <= WrData_comb;
    TX_P_DATA <= TX_P_DATA_comb;
    TX_D_VLD  <= TX_D_VLD_comb;
    op_B_flag_seq<=op_B_flag;
    op_A_flag_seq<=op_A_flag;
    is_ALU_operation_seq<=is_ALU_operation;
  end
end
always @(*) begin
next_state=IDLE;
  case (current_state)
    IDLE: begin
        case (RX_P_DATA)
          8'hAA: next_state = REG_FILE_WRITE;
          8'hBB: next_state = REG_FILE_READ;
          8'hCC: next_state = ALU_OPER_W_OP;
          8'hDD: next_state = ALU_OPER_W_NOP;
          default: next_state = IDLE;
        endcase
      end
    REG_FILE_WRITE:begin
    if (!RX_D_VLD &!error)
        next_state =REG_FILE_WRITE;
      else if(error) 
        next_state = IDLE;
      else
        next_state = REG_FILE_WRITE_WAIT_ADDR;
    end
    REG_FILE_WRITE_WAIT_ADDR: begin
      if (!RX_D_VLD &!error)
        next_state = REG_FILE_WRITE_WAIT_ADDR;
      else if(error) 
        next_state = IDLE;
      else 
        next_state = REG_FILE_WRITE_WAIT_DATA;
    end
    REG_FILE_WRITE_WAIT_DATA: begin
      if (!RX_D_VLD &!error)
        next_state = REG_FILE_WRITE_WAIT_DATA;
        else if(is_ALU_operation & op_A_flag)
           next_state = Write_OP_B;
        else if(is_ALU_operation & op_B_flag)
           next_state =ALU_FUNC ;
         else
        next_state = IDLE;
    end
    REG_FILE_READ: begin
      if (!RX_D_VLD &!error)
        next_state = REG_FILE_READ;
        else if(error) 
        next_state = IDLE;
        else
        next_state = REG_FILE_READ_WAIT_ADDR;
    end
    REG_FILE_READ_WAIT_ADDR: begin
      if (!error &!done_tx)
        next_state = REG_FILE_READ_WAIT_ADDR;
        else if(done &!error) 
        next_state = IDLE;
        else if(error)
        next_state =IDLE;
    end
    ALU_OPER_W_OP: begin
      if(!error & !RX_D_VLD)
      next_state = ALU_OPER_W_OP;
      else if(error)
      next_state = IDLE;
    else
      next_state=Write_OP_A;
    end
    Write_OP_A: begin
      if (!RX_D_VLD &!error)
        next_state = REG_FILE_WRITE_WAIT_DATA;
      else if(error) 
        next_state = IDLE;
      else
        next_state = Write_OP_B;
    end
    Write_OP_B: begin
      if (!RX_D_VLD&!error)
        next_state = REG_FILE_WRITE_WAIT_DATA;
     else if(error) 
        next_state = IDLE;
     else
        next_state = ALU_FUNC;
    end
    ALU_FUNC: begin
        if(error) 
        next_state = IDLE;
      else if(!done_func)
        next_state = ALU_FUNC;
      else 
        next_state =WRITE_LSB ; 
    end
    WRITE_LSB:begin
      if(!error &!done_lsb)
        next_state =WRITE_LSB;
      else if(done &!error)
        next_state =WRITE_MSB;
      else
        next_state = IDLE;
      end
    WRITE_MSB:begin
       if(!error &!done_MSB)
        next_state =WRITE_MSB;
      else if(done &!error)
        next_state = IDLE;
      else
        next_state = IDLE;
      end      
    ALU_OPER_W_NOP: begin
      if(!error & !RX_D_VLD)
      next_state = ALU_OPER_W_NOP;
      else if(error)
      next_state = IDLE;
    else
      next_state=ALU_FUNC;
    end
    default: next_state = IDLE;
  endcase
end
  always @(*)
 begin
        ALU_FUN_comb   = ALU_FUN;
        EN_comb        = EN;
        Address_comb   = Address;
        WrEn_comb      = 1'b0;
        RdEn_comb      = 1'b0;
        WrData_comb    =WrData ;
        Gate_EN_comb   =Gate_EN;
        is_ALU_operation=is_ALU_operation_seq;
        done           =0;
        done_tx        =0;
        done_func      =0;
        done_lsb       =0;
        done_MSB       =0;
        TX_P_DATA_comb = TX_P_DATA;
        op_A_flag       =op_A_flag_seq;
        op_B_flag       =op_B_flag_seq;
        TX_D_VLD_comb  = 1'b0;
  case(current_state)
    IDLE:begin
        ALU_FUN_comb   = 4'b0000;
        EN_comb        = 0;
        Gate_EN_comb   =0;
        done_tx=0;
        Address_comb   = 4'b0000;
        WrEn_comb      = 1'b0;
        RdEn_comb      = 1'b0;
        WrData_comb    = 0;
        TX_P_DATA_comb = 0;
        op_B_flag      =0;
        op_A_flag      =0;
        done           =0;
        done_func      =0;
        done_lsb       =0;
        done_MSB       =0;   
        TX_D_VLD_comb  = 1'b0;
        is_ALU_operation=0;
       end
  REG_FILE_WRITE_WAIT_ADDR: begin
    if(!RX_D_VLD)
    Address_comb=RX_P_DATA;
      end
  REG_FILE_WRITE_WAIT_DATA:begin
    WrEn_comb=1;
    if(Address_comb!=0&&Address_comb!=1&&Address_comb!=2&&Address_comb!=3&&!is_ALU_operation &&!RX_D_VLD)
    WrData_comb=RX_P_DATA;
    else if(!RX_D_VLD&is_ALU_operation)
    WrData_comb=RX_P_DATA; 
     end
  REG_FILE_READ_WAIT_ADDR:begin
    RdEn_comb=1;
    if(!RX_D_VLD)
    Address_comb=RX_P_DATA;
    if(RdData_Valid)
      begin
      TX_P_DATA_comb=RdData;
      if(TX_P_DATA_comb!=0)
      done_tx=1;
    else
     done_tx=0;
      end
      if(!full_flag &done_tx)
       begin
        done=1;
        TX_D_VLD_comb=1;
         end 
      end
  ALU_OPER_W_OP:begin
        is_ALU_operation=1;
      end
    Write_OP_A: begin
       Address_comb=0;
       is_ALU_operation=1;
       op_A_flag=1;
    end
    Write_OP_B: begin
    op_A_flag=0;       
     Address_comb=1;
     is_ALU_operation=1;
     op_B_flag=1;
    end
     WRITE_LSB: begin
       op_B_flag=0;
       is_ALU_operation=1;
      if(Out_Valid &!done_lsb)
        begin
       TX_P_DATA_comb=Alu_Out[7:0];
       done_lsb=1;
        end 
        if(!full_flag &done_lsb)
       begin
        done=1;
        TX_D_VLD_comb=1;
         end 
    end
    WRITE_MSB: begin
      is_ALU_operation=0;
      if(Out_Valid &!done_MSB)
        begin
       TX_P_DATA_comb=Alu_Out[15:8];
       done_MSB=1;
        end 
        if(!full_flag &done_MSB)
       begin
        done=1;
        TX_D_VLD_comb=1; 
         end 
     end
    ALU_FUNC: begin
      ALU_FUN_comb=RX_P_DATA;
      EN_comb=1;
      Gate_EN_comb=1;
      is_ALU_operation=1;
      if(!done_func)
        begin
          ALU_FUN_comb=RX_P_DATA;
          done_func=1;
        end
    end
 ALU_OPER_W_NOP:begin
   is_ALU_operation=1;
   Gate_EN_comb=1;
      end
    endcase
  end
endmodule
==> results.yml <==
# yosys + openroad results
power:
  power_density_nw_per_um2: 343
  ir_drop_mv: 0.158
  leakage_nw: 1.22
  total_power_w: 0.000964
finish:
  fin_util_pct: 44.3
  layoutNonFillerInstCount: 333
  syn2layout_area_growth_pct: 41.8
  drive_gt1_share_pct: 5.86
synthesis:
  netlist_area_um2: 1980
  ys_cells: 190
  synth-edff-count: 0
  common_cells: "44 x dfrtp_1, 31 x nand2_1, 18 x o21ai_0"
  yosysMostFrequentCell: "dfrtp_1"
  top_cell_area_share_pct: 55.5
  ys_seq_elements: 45
  syn_inst: 190
  synth_seq_share_pct: 56.8
  ys_area_um2: 1980
  ys_types: 40
  area_leaders: "dfrtp_1 56%, nand2_1 5.9%, a22o_1 4.9%"
  ys_async_sr_fraction_pct: 100
  post_synth.cell_area_avg_um2: 10.4
  top_area_cell: "dfrtp_1"
  flop_cell: "dfrtp_1"
  yosysWarnings: 1
global_routing:
  gr-total-overflow: 0
  grt_first_pass_wirelength_um: 8580
  grt_pass1_vias: 1718
  antenna_found_initial: 0
  track_usage_pct: 15.9
  grt_max_degree: 46
drt:
  ant_nets: 0
  drtIter0Drc: 79
  first_pass_iters: 6
  wl_per_cell_um: 15.5
  wl_um: 5150
  num_vias: 1755
  diodes: 0
  drc: 0
  vias_per_cell: 5.27
setup_path:
  path_max_fanout: 5
  cp_top_family: "AND-OR/OR-AND gates"
  path_buffers: 1
  slowest_stage: "nor4bb_1"
  path_class: "in -> reg"
  cp_common_cell: "o2111ai_1"
  crit_arrival_ns: 2.30
  cp_cell_sequence: "clkdlybuf4s50_1 -> nor4bb_1 -> o2111ai_1 -> a21oi_1 -> o2111ai_1"
  critical_path.endpoint_type: "flop"
  cp.required_ns: 3.91
  cp-start-kind: "primary input"
  max_stage_delay_ns: 0.53
timing:
  fin_setup_tns_ns: 0
  report.final.slew_viol_count: 0
  setup_violations: 0
  clock.fmax_mhz: 479
  tightest_slew_ns: 0.611
  whs_ns: 0.484
  finalHoldViolCount: 0
  rsz0062_at_grt: "false"
  period_used_pct: 56.4
  finalCriticalPeriod_ns: 2.09
  skew_ns: 0.00331
  relSlewSlack_pct: 59.2
die:
  die_w_um: 83.3
  fp.dieH_um: 83.3
  fp-row-count: 29
  chipArea_um2: 6940
  core_um2: 6350
  num_io_pins: 69
  fp-utilization_pct: 31.2
run_status:
  outcome: "completed"
placed_design:
  dp_hpwl_um: 3640
  port_buffers: 67
  place.gp.congestion: 0.783
  numPlacedInstances: 325
hold_path:
  worstHoldPathType: "reg -> reg"
clocking:
  cts-root-buf: "clkbuf_8"
  clock_latency_ns: 0.29
  cts_tree: "built"
  cts.htree.levels: 2
  cts_setup_buffers: 0
  cts_buffers: 5
  cts_resized: 0
  clockBufferDepth: 2
  hold_buffers: 0
  clock_sinks: 45
  path_clk_slew_ns: 0.08
job:
  openroad.warnings: 25
  drv_cap: 0
state kept, by name (all words and copies together) (netlist names):
signal	count
ALU_FUN	4
Address	4
EN	1
Gate_EN	1
RdEn	1
TX_D_VLD	1
TX_P_DATA	8
WrData	8
WrEn	1
current_state	13
is_ALU_operation_seq	1
op_A_flag_seq	1
op_B_flag_seq	1
worst reg2reg max path, cell delays in order (launching register included):
cell and delay (ns):
dfrtp_1 0.57, or4_1 0.59, o221ai_2 0.23, o21ai_0 0.20
placed cells by master, fill, tap and decap left out, types with 2 or more instances in the layout:
master / n
nor3_1: 3
a21oi_1: 5
nand2_1: 31
buf_4: 2
dfrtp_1: 44
clkdlybuf4s50_1: 66
a22o_1: 11
a31oi_1: 2
nor4_1: 3
nor3b_1: 2
a21o_1: 3
mux2i_1: 2
nor4bb_1: 2
a222oi_1: 8
nand3_1: 3
o2111ai_1: 2
inv_1: 5
nor2_1: 16
nor2b_1: 2
o21ai_0: 18
clkbuf_8: 6
per-layer routing:
layer,vias up,GRT usage [%],routed length [µm]
met5,-,0,0
met4,0,2.35,35
met3,4,4.74,524
met2,92,24.3,2300
met1,830,23.7,2290
li1,829,-,-
through the flow:
step	cell area [µm²]	setup WS, ns
after global routing	2810	1.47
after global placement	2700	1.40
after floorplan	1980	1.93
after detailed placement	2700	1.33
after CTS	2810	1.62
final	2810	1.61
power by group:
| part | internal [W] | switching [W] | leakage [nW] |
|---|---|---|---|
| registers | 0.000495 | 0.00000410 | 0.624 |
| logic | 0.0000461 | 0.0000401 | 0.541 |
| clock network | 0.000220 | 0.000159 | 0.0585 |
| total | 0.000761 | 0.000203 | 1.22 |
area by class of cell:
type,count,area [µm²]
Multi-Input combinational cell,129,773
Clock buffer,7,86.3
Inverter,5,18.8
Timing Repair Buffer,69,681
Sequential cell,45,1130
Fill cell,604,3540
Clock inverter,1,30.0
Tap cell,77,96.3
kinds of logic (layout without fill, tap and decap cells):
kind of cell	count (synthesis)	count (layout)	synth area share, %
other	1	1	0.189
buffers and inverters	16	82	4.16
AOI/OAI and AO/OA	57	57	21.1
muxes	3	3	1.58
and+or+nand+nor	67	67	15.6
DFF	45	45	56.8
xor gates and xnor gates	1	1	0.442
worst paths after layout:
kind / start / endpoint / slack [ns] / cells after the start
min reg2reg: EN / EN / 0.48 / 1
max: RX_P_DATA[1] / current_state[0] / 1.61 / 5
max reg2reg: current_state[3] / TX_P_DATA[1] / 1.96 / 3
min: EN / EN / 0.48 / 1
max in group asynchronous: RST_IN / current_state[8] / 2.80 / 2
min in group asynchronous: RST_IN / TX_P_DATA[3] / 0.52 / 2
Power and IR drop assume default switching activity.
