`./run.sh`:
```
#!/bin/bash
# OpenROAD 26Q1-2900-gdf79404cd8, Yosys 0.63+post, stock flow scripts
make -C /OpenROAD-flow-scripts/flow DESIGN_CONFIG=/design/flow/config.mk WORK_HOME=/design/flow/orfs finish
```
`./config.mk`:
```
export PLATFORM = sky130hd
export DESIGN_NAME = UART_TOP_RX
export DESIGN_NICKNAME = UART_TOP_RX
export VERILOG_FILES = /design/flow/design.v
export SDC_FILE = /design/flow/constraint.sdc
export NUM_CORES = 4
export LEC_CHECK = 1
export CORE_UTILIZATION = 30
```
`./constraint.sdc`:
```
current_design UART_TOP_RX

set clk_period 3.6
set clk_io_pct 0.2

create_clock -name clk0 -period $clk_period [get_ports {CLK}]

set non_clock_inputs [all_inputs -no_clocks]
set_input_delay [expr $clk_period * $clk_io_pct] -clock clk0 $non_clock_inputs
set_output_delay [expr $clk_period * $clk_io_pct] -clock clk0 [all_outputs]
```
`./design.v`:
```
module FSM (
  input wire CLK,
  input wire RST, 
  input wire RX_IN,
  input wire PAR_EN,
  input wire [5:0] edge_cnt,
  input wire [3:0] bit_cnt,
  input wire par_err,
  input wire strt_glitch,
  input wire stp_err,
  input wire [5:0] PRESCALE,
  output reg data_samp_en,
  output reg enable,
  output reg deser_en,
  output reg par_chk_en,
  output reg stp_chk_en,
  output reg strt_chk_en,
  output reg data_valid
  );
localparam  [2:0]    IDLE = 3'b000,
                     START = 3'b001,
                     DATA = 3'b010,
                     PARITY=3'b011,
                     STOP=3'b100;
reg    [2:0]         current_state,
                     next_state ; 
always @(posedge CLK or negedge RST)
 begin
  if(!RST)
   begin
     current_state <= IDLE ;
   end
  else
   begin
     current_state <= next_state ;
   end
 end
always @(*)
 begin
  case(current_state)
  IDLE     :  begin
            if (RX_IN == 1'b0 && !strt_glitch) begin
              next_state = START;
               end else begin
              next_state = IDLE;          		  
             end
             end
  START       :  begin
                if(strt_glitch==1'b1)
                  next_state = IDLE;
                else if(bit_cnt >= 4'b0010 && bit_cnt <= 4'b1001)
                  next_state = DATA;
                else
                  next_state = START ;
                end              
   DATA: begin
           if (bit_cnt == 4'b1010) 
           begin
             next_state = (PAR_EN) ? PARITY : STOP;
          end 
          else 
          begin
           next_state = DATA;
         end
          end
	 PARITY     : begin
                if(bit_cnt==4'b1011)
                  next_state = STOP;
                else
                  next_state = PARITY;
                end    
   STOP      : begin
                if(bit_cnt==4'b1011 && edge_cnt==PRESCALE  && PAR_EN)
                  next_state = IDLE;
                else if(bit_cnt==4'b1010 && PAR_EN==1'b0 && edge_cnt==PRESCALE)
                  next_state = IDLE;  
                else
                  next_state = STOP;
                end                        
  default :   next_state = IDLE ;		 
  endcase
  end
always @(*)
 begin
   data_samp_en = 1'b0;
   enable = 1'b0;
   deser_en = 1'b0;
   par_chk_en = 1'b0;
   stp_chk_en = 1'b0;
   strt_chk_en = 1'b0;
  data_valid = 1'b0;
  case(current_state)
  IDLE     : begin
                deser_en = 1'b0;
                par_chk_en = 1'b0;
                stp_chk_en = 1'b0;
                strt_chk_en = 1'b0;
                data_valid = 1'b0; 
                 enable = 1'b0;
                 data_samp_en = 1'b0; 
                if(RX_IN==1'b0 && !strt_glitch)
                  begin
                 enable = 1'b1;
                 data_samp_en = 1'b1;
                 data_valid=1'b0;
                  end
             else if (strt_glitch)
                 begin
                 enable = 1'b0;
                 data_samp_en = 1'b0;
                 data_valid=1'b0; 
                end   	  
             end
  START       :  begin
                 enable = 1'b1;
                 data_samp_en = 1'b1;
                 strt_chk_en=1'b1; 
                end         
  DATA      : begin
                 enable = 1'b1;
                 data_samp_en = 1'b1;
               if(strt_glitch==1'b0 && edge_cnt>=(PRESCALE/2)+1 && edge_cnt<=PRESCALE )
                  deser_en=1'b1;
                end               
	 PARITY     : begin
	               deser_en=1'b0;
	               enable = 1'b1;
                 data_samp_en = 1'b1;
                 par_chk_en = 1'b1;
                end    
   STOP      : begin
                 stp_chk_en = 1'b1;
                 deser_en=1'b0;
                 enable = 1'b1;
                 data_samp_en = 1'b1;
                if(stp_err==0 && par_err==0 && edge_cnt==PRESCALE)
                  begin
                 data_valid = 1'b1;                   
                  end 
                else if(stp_err==1 || par_err==1 && edge_cnt==PRESCALE)
                  begin
                  enable = 1'b0;
                 data_samp_en = 1'b0;
                 end
                end  
  default : 
  begin
  data_samp_en = 1'b0;
   enable = 1'b0;
   deser_en = 1'b0;
   par_chk_en = 1'b0;
   stp_chk_en = 1'b0;
   strt_chk_en = 1'b0;
  data_valid = 1'b0; 
  end  		 
  endcase
  end
endmodule
module Parity_check(
  input wire CLK,              
  input wire RST,
  input wire PAR_TYP,
  input wire  sampled_bit,
  input wire [5:0] PRESCALE,
  input wire [5:0] edge_cnt,
  input wire par_chk_en,
  input wire [7:0] P_data,
  output reg par_err
  );
 wire PAR_bit;
  assign PAR_bit=(PAR_TYP) ? (~^P_data) : (^P_data);
  always @(posedge CLK or negedge RST) 
 begin
    if (!RST) 
    begin
      par_err<=1'b0;
    end
    else if(par_chk_en && edge_cnt==PRESCALE)
      begin
        if(sampled_bit==PAR_bit)
         par_err<=1'b0;
        else
         par_err<=1'b1;
        end
    end
  endmodule
module UART_TOP_RX(
  input wire RX_IN,
  input wire [5:0] PRESCALE,
  input wire PAR_EN,
  input wire PAR_TYP,
  input wire CLK,
  input wire RST,
  output wire [7:0] P_data,
  output wire data_valid,
  output wire par_err,
  output wire stp_err
  );
  wire data_samp_en;
  wire enable;
  wire deser_en;
  wire par_chk_en;
  wire stp_chk_en;
  wire strt_chk_en;
  wire sampled_bit;
  wire [5:0] edge_cnt;
  wire [3:0] bit_cnt;
  wire strt_glitch;
  FSM FSMO_U0 (
  .CLK(CLK),
  .RST(RST), 
  .RX_IN(RX_IN),
  .PAR_EN(PAR_EN),
  .edge_cnt(edge_cnt),
  .bit_cnt(bit_cnt),
  .par_err(par_err),
  .strt_glitch(strt_glitch),
  .stp_err(stp_err),
  .PRESCALE(PRESCALE),
  .data_samp_en(data_samp_en),
  .enable(enable),
  .deser_en(deser_en),
  .par_chk_en(par_chk_en),
  .stp_chk_en(stp_chk_en),
  .strt_chk_en(strt_chk_en),
  .data_valid(data_valid)
  );
  data_sampling data_sampling_U0(
  .CLK(CLK),
  .RST(RST),    
  .PRESCALE(PRESCALE),
  .RX_IN(RX_IN),
  .edge_cnt(edge_cnt),
  .sampled_bit(sampled_bit),
  .data_samp_en(data_samp_en)
  );
  edge_bit_count edge_bit_count_U0(
  .CLK(CLK),
  .RST(RST),    
  .PRESCALE(PRESCALE),
  .enable(enable),
  .PAR_EN(PAR_EN),
  .edge_cnt(edge_cnt),
  .bit_cnt(bit_cnt)
);
deserializer deserializer_U0(
  .CLK(CLK),
  .RST(RST),         
  .sampled_bit(sampled_bit),     
  .deser_en(deser_en),
  .PRESCALE(PRESCALE),
  .edge_cnt(edge_cnt),
  .P_data(P_data) 
);
Parity_check Parity_check_UO(
  .CLK(CLK),
  .RST(RST),         
  .sampled_bit(sampled_bit),  
  .PAR_TYP(PAR_TYP),
  .par_chk_en(par_chk_en),
  .PRESCALE(PRESCALE),
  .edge_cnt(edge_cnt),
  .par_err(par_err),
  .P_data(P_data)
  );
 stop_check stop_check_U0(
  .CLK(CLK),
  .RST(RST),         
  .sampled_bit(sampled_bit),  
  .stp_chk_en(stp_chk_en),
  .edge_cnt(edge_cnt),
  .PRESCALE(PRESCALE),
  .stp_err(stp_err)
  );
  strt_check strt_check_U0(
  .CLK(CLK),
  .RST(RST),         
  .sampled_bit(sampled_bit),
  .PRESCALE(PRESCALE),
  .edge_cnt(edge_cnt),  
  .strt_chk_en(strt_chk_en),
  .strt_glitch(strt_glitch)
  );
endmodule  
module data_sampling (
  input wire CLK,              
  input wire RST,             
  input wire [5:0] PRESCALE,
  input wire data_samp_en,
  input wire RX_IN,
  input wire [5:0] edge_cnt,
  output reg sampled_bit
);
localparam  [1:0]    PRES8 = 2'b00,
                     PRES16 = 2'b01,
                     PRES32 = 2'b10;
reg [1:0]  current_PRESCALE;                     
reg [2:0]  samples;            
reg        sample_ready;       
always @(posedge CLK or negedge RST  ) 
begin
  if (!RST) 
  begin
    sampled_bit <= 1'b0;
    samples <= 3'b000;
    sample_ready <= 1'b0;
  end 
    else if (!data_samp_en)
  begin
    samples <= 3'b000;
    sample_ready <= 1'b0;
  end
  else if (data_samp_en && sample_ready)
  begin
    sampled_bit <= (samples[0] & samples[1]) | (samples[1] & samples[2]) | (samples[2] & samples[0]);
    sample_ready <= 1'b0;  
  end
  else 
  begin
    case (current_PRESCALE)
      PRES8: begin
        if(edge_cnt == 6'd3) samples[0] <= RX_IN; 
        if(edge_cnt == 6'd4) samples[1] <= RX_IN;
        if(edge_cnt == 6'd5) 
        begin
          samples[2] <= RX_IN;
          sample_ready <= 1'b1;
        end
      end
      PRES16: begin
        if(edge_cnt == 6'd7) samples[0] <= RX_IN; 
        if(edge_cnt == 6'd8) samples[1] <= RX_IN;
        if(edge_cnt == 6'd9) 
        begin
          samples[2] <= RX_IN;
          sample_ready <= 1'b1;
        end
      end
      PRES32: begin
        if(edge_cnt == 6'd15) samples[0] <= RX_IN; 
        if(edge_cnt == 6'd16) samples[1] <= RX_IN;
        if(edge_cnt == 6'd17) 
        begin
          samples[2] <= RX_IN;
          sample_ready <= 1'b1;
        end
      end
      default: begin
        samples <= 3'b000;
        sample_ready <= 1'b0;
      end
    endcase
  end
end
always @(*) 
begin
  case (PRESCALE)
    6'd8: current_PRESCALE = PRES8;
    6'd16: current_PRESCALE = PRES16;
    6'd32: current_PRESCALE = PRES32;
    default: current_PRESCALE = PRES8;  
  endcase
end
endmodule
module deserializer(
  input wire CLK,            
  input wire RST,            
  input wire sampled_bit,      
  input wire deser_en,
  input wire [5:0] edge_cnt,
  input wire [5:0] PRESCALE,
  output wire [7:0] P_data   
);
reg [7:0] shift_reg;   
always @(posedge CLK or negedge RST) begin
  if (!RST) begin
    shift_reg <= 8'd0;   
  end 
  else if (deser_en && edge_cnt==PRESCALE)
  begin
    shift_reg <= {sampled_bit, shift_reg[7:1]};
  end
end
assign P_data = shift_reg;
endmodule
module edge_bit_count (
  input wire CLK,              
  input wire RST,             
  input wire [5:0] PRESCALE,
  input wire enable,
  input wire PAR_EN,
  output reg [5:0] edge_cnt,
  output reg [3:0] bit_cnt
);
always @(posedge CLK or negedge RST) 
begin
  if (!RST) begin
    edge_cnt <= 6'd0;
    bit_cnt <= 4'b0000;
  end 
  else if (enable)
   begin
    edge_cnt <= edge_cnt + 6'd1;  
    if (edge_cnt == PRESCALE || edge_cnt==6'd0) 
    begin
      bit_cnt <= bit_cnt + 4'd1;  
    end 
    if( edge_cnt == PRESCALE)
    begin        
     edge_cnt<=6'd1;
     end
  end
   else
       begin
       bit_cnt <=4'd0;  
       edge_cnt<=6'd0;
     end
end
endmodule
module stop_check(
  input wire CLK,              
  input wire RST,
  input wire  sampled_bit,
  input wire stp_chk_en,
  input wire [5:0] PRESCALE,
 input wire [5:0] edge_cnt,
  output reg stp_err
  );
  always @(posedge CLK or negedge RST) 
 begin
    if (!RST) 
    begin
      stp_err<=1'b0;
    end
    else if(stp_chk_en && edge_cnt==PRESCALE-1)
      begin
        if(sampled_bit==1'b1)
         stp_err<=1'b0;
        else
         stp_err<=1'b1;
        end
    end
  endmodule
module strt_check(
  input wire CLK,              
  input wire RST,
  input wire  sampled_bit,
  input wire [5:0] edge_cnt,
  input wire [5:0] PRESCALE,
  input wire strt_chk_en,
  output reg strt_glitch
  );
  always @(posedge CLK or negedge RST) 
 begin
    if (!RST) 
    begin
      strt_glitch<=1'b0;
    end
    else if(strt_chk_en && edge_cnt==PRESCALE)
      begin
        if(sampled_bit==1'b0)
          strt_glitch<=1'b0;
        else
          strt_glitch<=1'b1;
        end
    end
  endmodule
```
==> flow_metrics.py <==
# Flow results
metrics = {
    "synth": {
        "area_leaders": "dfrtp_1 (33%), ha_1 (13%), xnor2_1 (7.0%)",
        "syn_inst": 240,
        "numSynthFlops": 31,
        "synthAoiAreaFrac": 0.133,
        "synth_top_area_share": 0.333,
        "synth.cellmix.simpleShare": 0.167,
        "xor_area_frac": 0.0972,
        "ys_types": 47,
        "yosys_cells": 240,
        "yosysWarnings": 7,
        "synth.avg_cell_area_um2": 9.39,
        "async_flop_share": 1.00,
        "fa_ha_area_frac": 0.128,
        "synth-seq-area-share": 0.345,
        "synthFlopType": "dfrtp_1",
        "yosys_area_um2": 2250,
        "logic_family": "simple AND/OR/NAND/NOR gates",
        "mux_area_frac": 0.0822,
        "syn_area_um2": 2250,
        "edf_count": 0,
        "yosysTopAreaCell": "dfrtp_1",
    },
    "sta": {
        "whs_ns": 0.500,
        "slew_viol_final": 0,
        "period_used_share": 0.983,
        "fin_skew_ns": 0.00765,
        "period_needed_ns": 3.54,
        "hold_violations": 0,
        "setup_tns_ns": 0,
        "grt_setup_unrepaired": "false",
        "setup_violations": 0,
        "slew_headroom": 0.583,
        "fmaxAchievable_mhz": 283,
        "worst_pin_slew_ns": 0.619,
    },
    "clock_tree": {
        "cts_buffers": 5,
        "post_cts_buffers": 0,
        "cts_tree": "built",
        "clkSinkCount": 31,
        "cts.path.max_buffers": 2,
        "clkTransAtPathRegs_ns": 0.07,
        "clk_latency_ns": 0.28,
        "postCtsResizedCells": 0,
        "htreeDepth": 2,
        "hold_buffers": 0,
        "clockRootBuffer": "clkbuf_8",
    },
    "grt": {
        "antenna_found_initial": 0,
        "grt_pass1_wl_um": 7910,
        "gr-total-overflow": 0,
        "grt_start_max_net_pins": 32,
        "grt_pass1_vias": 1665,
        "track_usage": 0.132,
    },
    "detailed_routing": {
        "vias": 1741,
        "wl_met3_um": 279,
        "firstDrtPassIters": 4,
        "wl_met1_um": 2440,
        "drc": 0,
        "via_per_inst": 4.69,
        "top_layer": "met4",
        "wl_met2_um": 2010,
        "diodes": 0,
        "antenna_left": 0,
        "drtIter0Drc": 69,
        "wire_per_inst_um": 12.8,
        "finalWirelength_um": 4770,
    },
    "worst_hold_path": {
        "hold_path_class": "flip-flop to flip-flop",
    },
    "floorplanning": {
        "die_width_um": 88.7,
        "core_area_um2": 7250,
        "rows": 31,
        "fp_util": 0.311,
        "ios": 22,
        "dieHeight_um": 88.7,
        "design.die.area_um2": 7860,
    },
    "final_layout": {
        "fill_cells": 725,
        "largest_reg_flops": 8,
        "fin_area_um2": 2760,
        "final_layout_top_logic_cells": "dfrtp_1 (30), ha_1 (23), nor2_1 (22)",
        "layout.cells.most_common": "dfrtp_1",
        "syn_to_final_growth_pct": 22.5,
        "drive_above_1_share": 0.143,
        "final_util": 0.381,
    },
    "placed_design": {
        "dp_hpwl_um": 3470,
        "dpl_cell_area_um2": 2630,
        "portBuffers": 21,
        "routabilityCongestion": 0.898,
    },
    "setup_path": {
        "critPathTopFamily": "buffers and inverters",
        "crit_arrival_ns": 2.82,
        "endpoint_kind": "primary output",
        "crit_type": "primary input to primary output",
        "critPathRequiredTime_ns": 2.88,
        "worstSetupStartpointType": "primary input",
        "cp_cell_sequence": "clkdlybuf4s50_1, inv_1, ha_1, nand2_1, or3_1, nor3_1, clkdlybuf4s50_1",
        "crit_slowest_cell": "clkdlybuf4s50_1",
        "cp_slowest_stage_delay_ns": 0.51,
        "critPathMostFrequentCell": "clkdlybuf4s50_1",
        "critPathBufInv": 3,
        "cp_max_fo": 2,
    },
    "run_status": {
        "status": "finished, final reports clean",
    },
    "power": {
        "ir_worst_vdd_mv": 0.279,
        "p_leak_uw": 0.00121,
        "power_density_nw_per_um2": 633,
    },
    "job": {
        "tool_warnings": 38,
        "maxCapViolCount": 0,
    },
}
-- power by group --
group | leakage [µW] | switching (µW) | internal (µW)
sequential | 0.000390 | 167 | 456
combinational | 0.000750 | 373 | 346
clock | 0.0000654 | 128 | 277
-- cell usage after synthesis (2+ instances only) --
library cell and instances:
a31oi_1 3, o21ai_0 11, a21oi_1 14, inv_1 18
nor2_2 2, mux2i_1 5, clkbuf_1 3, nor3_1 5
xor2_1 7, nand3_1 9, nor2b_1 2, nor2_1 22
buf_2 4, or2_2 2, nand2_1 14, ha_1 23
xnor2_1 18, nand2b_1 7, a211oi_1 3, dfrtp_1 30
a32oi_1 2, nand4_1 2, mux2_2 10
-- worst register-to-register path: stages, from the launching register on --
cell and delay (ns):
dfrtp_1 0.56, ha_1 0.37, nand2_1 0.06, nor3_1 0.30, buf_4 0.20, o2111ai_1 0.12
nor2_2 0.37, mux2_2 0.39
-- cell type report --
cell class / count / area, µm² / share of cell area
well taps: 99 / 124 / 0.0449
clock inverters: 2 / 60.1 / 0.0218
clock buffers: 6 / 72.6 / 0.0263
multi-input cells: 183 / 1370 / 0.495
flip-flops and latches: 31 / 777 / 0.282
inverters: 18 / 67.6 / 0.0245
repair buffers: 32 / 293 / 0.106
-- routing by layer --
layer / global-route usage / vias up
li1: - / 893
met1: 0.207 / 797
met2: 0.198 / 45
met3: 0.0312 / 6
met4: 0.0117 / 0
met5: 0 / -
-- cell families after synthesis --
| group | after synthesis |
|---|---|
| and+or+nand+nor | 73 |
| DFF | 31 |
| muxes | 16 |
| AOI/OAI and AO/OA | 46 |
| xor gates and xnor gates | 25 |
| buffers and inverters | 26 |
| adders and majority gates | 23 |
-- path summary, 6_finish.rpt --
kind	start	slack [ns]	cells after the start	end
max reg2reg	edge_bit_count_U0.edge_cnt[4]	1.14	7	deserializer_U0.shift_reg[3]
max	PRESCALE[4]	0.06	7	data_valid
min	strt_check_U0.strt_glitch	0.50	1	FSMO_U0.current_state[3]
min reg2reg	strt_check_U0.strt_glitch	0.50	1	FSMO_U0.current_state[3]
min in group asynchronous	RST	0.83	2	deserializer_U0.shift_reg[4]
max in group asynchronous	RST	2.44	2	FSMO_U0.current_state[0]
-- through the flow --
step / instances / power, µW / worst slack [ns]
floorplan: 240 / 1140 / 0.816
global placement: 363 / 1330 / 0.0585
detailed placement: 363 / 1350 / 0.102
CTS: 371 / 1760 / 0.0755
global route: 371 / 1900 / 0.0143
finish: 371 / 1750 / 0.0607
Power figures rest on the tool's default switching activity, not on a simulated workload.
